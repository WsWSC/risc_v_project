==> flow/design.v <==
module regs(
    input wire clk,
    input wire rst_n,
    input wire[4:0]     reg1_raddr_i,
    input wire[4:0]     reg2_raddr_i,
    output reg[31:0]    reg1_rdata_o,
    output reg[31:0]    reg2_rdata_o,
    input wire[4:0]     reg_waddr_i,
    input wire[31:0]    reg_wdata_i,
    input               reg_wen_i
);
    reg[31:0] regs[0:31];
    integer i;               
    always @(*) begin
        if(rst_n == 1'b0) begin
            reg1_rdata_o = 32'b0;
        end else if (reg1_raddr_i == 5'b0) begin
            reg1_rdata_o = 32'b0;
        end else if (reg_wen_i && (reg1_raddr_i == reg_waddr_i) && (reg_waddr_i != 5'b0) ) begin    
            reg1_rdata_o = reg_wdata_i;
        end else begin
            reg1_rdata_o = regs[reg1_raddr_i];
        end
    end
    always @(*) begin
        if(rst_n == 1'b0) begin
            reg2_rdata_o = 32'b0;
        end else if (reg2_raddr_i == 5'b0) begin
            reg2_rdata_o = 32'b0;
        end else if (reg_wen_i && (reg2_raddr_i == reg_waddr_i) && (reg_waddr_i != 5'b0) ) begin    
            reg2_rdata_o = reg_wdata_i;
        end else begin
            reg2_rdata_o = regs[reg2_raddr_i];
        end
    end
    always @(posedge clk) begin
        if(rst_n == 1'b0) begin
            for (i = 1; i <= 31; i = i + 1) begin      
                regs[i] <= 32'b0;
            end
        end else if(reg_wen_i && (reg_waddr_i != 5'b0) ) begin
            regs[reg_waddr_i] <= reg_wdata_i;
        end
    end
endmodule
==> flow/run.sh <==
#!/bin/bash
# OpenROAD 26Q1-2900-gdf79404cd8, Yosys 0.63+post, stock flow scripts
make -C /OpenROAD-flow-scripts/flow DESIGN_CONFIG=/design/flow/config.mk WORK_HOME=/design/flow/orfs finish
==> flow/config.mk <==
export PLATFORM = sky130hd
export DESIGN_NAME = regs
export DESIGN_NICKNAME = regs
export VERILOG_FILES = /design/flow/design.v
export SDC_FILE = /design/flow/constraint.sdc
export NUM_CORES = 4
export LEC_CHECK = 1
export CORE_UTILIZATION = 30
export SYNTH_HDL_FRONTEND = slang
==> flow/constraint.sdc <==
current_design regs

set clk_period 10.3
set clk_io_pct 0.2

create_clock -name clk0 -period $clk_period [get_ports {clk}]

set non_clock_inputs [all_inputs -no_clocks]
set_input_delay [expr $clk_period * $clk_io_pct] -clock clk0 $non_clock_inputs
set_output_delay [expr $clk_period * $clk_io_pct] -clock clk0 [all_outputs]
==> results.py <==
# Physical implementation metrics
metrics = {
    "status": {
        "status": "completed",
    },
    "yosys": {
        "synth_area_sq_um": 55500,
        "ys_types": 44,
        "synth-seq-cells": 1024,
        "ys_cells": 3936,
        "ys_seq_share_pct": 55.4,
        "async_reset_ff_share_pct": 0,
        "flop_cell": "edfxtp_1",
        "syn_inst": 3936,
        "yosysWarningCount": 0,
        "edf_count": 1024,
        "ys_area_sq_um": 55500,
        "avgSynthCellArea_sq_um": 14.1,
    },
    "setup_path": {
        "cp.required_ps": 8240,
        "cp-end-kind": "output port",
        "crit_type": "primary input to output port",
        "worstPathArrival_ps": 6450,
        "crit_buf_inv": 4,
        "critical-path-top-delay-family": "AND-OR/OR-AND gates",
        "start_kind": "primary input",
        "crit_chain": "buf_8 > buf_12 > buf_4 > mux2i_1 > a221oi_1 > o21ai_0 > a211oi_1 > a221o_1 > clkdlybuf4s50_1",
        "crit_fanout": 70,
        "max_stage_delay_ps": 1190,
        "cp_slowest_cell": "a211oi_1",
    },
    "sta": {
        "finalCritPeriodShare_pct": 82.6,
        "max_slew_margin_pct": 2.74,
        "worstMarginPinSlew_ps": 1450,
        "final.setup.tns_ps": 0,
        "finalSetupViolations": 0,
        "whs_ps": 1840,
        "period_needed_ps": 8510,
        "maxSlewViolCount": 0,
        "hold_violations": 0,
        "fmax_mhz": 118,
        "rsz0062_at_grt": "no",
    },
    "min_path": {
        "worstHoldStart": "rst_n",
        "holdCritPathClass": "primary input to flip-flop",
        "hold_depth": 2,
        "hold_end": "regs[31][8]",
    },
    "placement": {
        "portBuffers": 113,
        "dp_hpwl_um": 112000,
        "dp_cells": 6282,
        "place.gp.congestion": 0.932,
        "place_area_sq_um": 60000,
    },
    "floorplan": {
        "dieArea_sq_um": 187000,
        "std_cell_rows": 157,
        "dieHeight_um": 432,
        "die_x_um": 432,
        "ioPinCount": 114,
        "fp_util_pct": 30.3,
        "design.core.area_sq_um": 183000,
    },
    "drt": {
        "vias": 35800,
        "drt_iter0_markers": 2316,
        "wirelength_um": 194000,
        "via_per_inst": 5.52,
        "drc_errors": 0,
        "ant_nets": 0,
        "first_pass_iters": 6,
        "wl_per_cell_um": 30.0,
    },
    "clock_tree": {
        "cts_resized": 0,
        "ctsHoldBuffers": 0,
        "cts.sink_count": 1024,
        "clock_path_buffers": 3,
        "clockRootBuffer": "clkbuf_16",
        "cts_buffers": 101,
        "cts_tree": "built",
        "h-tree-depth": 3,
        "clk_pin_slew_ps": 60,
        "post_cts_buffers": 0,
    },
    "power": {
        "leakage_nw": 21.9,
        "p_per_area_nw_per_um2": 157,
        "peakVddDrop_mv": 0.128,
        "power_w": 0.00995,
    },
    "finish": {
        "final_cells": 6475,
        "largestRegisters": "regs (1024)",
        "drive_gt1_share_pct": 17.9,
        "postLayoutCellArea_sq_um": 63300,
        "layout_top_cells": "edfxtp_1 (1,024), and2_1 (992), mux2i_1 (416)",
        "largest_register_ffs": 1024,
        "syn_to_final_growth_pct": 14.0,
        "mostFrequentLayoutCell": "edfxtp_1",
        "largest_register": "regs",
    },
    "flow_run": {
        "maxCapViolCount": 0,
        "warnings": 26,
    },
    "global_routing": {
        "grt_max_degree": 85,
        "antenna_found_initial": 10,
        "grt_pass1_wl_um": 273000,
        "grt_pass1_vias": 37600,
        "grt_overflow_total": 0,
        "track_usage_pct": 21.9,
    },
}
==> through the flow <==
step | worst slack [ps] | utilization, %
2_1_floorplan | 4360 | -
3_5_place_dp | 1900 | 32.7
4_1_cts | 1860 | 34.5
5_1_grt | 1710 | 34.5
3_3_place_gp | 1800 | 32.7
6_report | 1790 | 34.5
==> logic make-up after synthesis <==
family                    share of synthesized area, %
and+or+nand+nor                                   12.6
DFF                                               55.4
muxes                                             20.5
AOI/OAI and AO/OA                                 8.05
buffers and inverters                             3.29
xor gates and xnor gates                         0.158
other                                          0.00675
==> synth_stat cells, drive strengths merged, types with 9 or more instances <==
cell type,n,area (sq um)
clkbuf,326,1220
nor2b,35,219
a21oi,58,290
a211oi,97,733
o21ai,87,435
a22oi,32,240
buf,107,578
nor2,35,131
xnor2,9,78.8
edfxtp,1024,30700
mux2i,416,4160
a211o,32,280
mux4,320,7210
and2,993,6210
o21bai,32,240
nor3,59,295
a221oi,136,1190
a221o,88,881
==> worst max path at each step <==
stage	from	to	slack (ps)	cells past startpoint
after CTS	reg2_raddr_i[0]	reg2_rdata_o[30]	1860	9
final	reg2_raddr_i[0]	reg2_rdata_o[30]	1790	9
after global routing	reg2_raddr_i[0]	reg2_rdata_o[30]	1710	9
==> power by group <==
| group | switching (W) | internal [W] | total, W | leakage (nW) |
|---|---|---|---|---|
| Sequential | 0.000108 | 0.00481 | 0.00492 | 9.75 |
| Clock | 0.00163 | 0.00211 | 0.00374 | 1.59 |
| Combinational | 0.000777 | 0.000510 | 0.00129 | 10.6 |
| Total | 0.00251 | 0.00744 | 0.00995 | 21.9 |
==> per-layer routing <==
| metal | track usage (%) | up-vias | share of wire, % |
|---|---|---|---|
| li1 | - | 15200 | - |
| met1 | 23.0 | 17700 | 31 |
| met2 | 35.0 | 2297 | 49 |
| met3 | 12.2 | 519 | 13 |
| met4 | 11.7 | 6 | 6.8 |
| met5 | 0.390 | - | 0.044 |
==> cell type report <==
class / instances / area (sq um)
repair buffers: 284 / 2500
multi-input cells: 2504 / 23700
diodes: 7 / 17.5
fillers: 17300 / 120000
clock inverters: 63 / 581
clock buffers: 123 / 2670
flip-flops and latches: 1024 / 30700
well taps: 2464 / 3080
inverters: 6 / 25.0
No activity file was given, so power comes from the tool's default toggle rates.
