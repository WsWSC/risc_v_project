**flow/design.v**
```verilog
module id(
    input wire[31:0]    inst_addr_i ,        
    input wire[31:0]    inst_i      ,        
    output reg[4:0]     rs1_addr_o  ,        
    output reg[4:0]     rs2_addr_o  ,        
    input wire[31:0]    rs1_data_i  ,        
    input wire[31:0]    rs2_data_i  ,        
    output reg[31:0]    inst_addr_o ,
    output reg[31:0]    inst_o      ,
    output reg[31:0]    op1_o       ,        
    output reg[31:0]    op2_o       ,        
    output reg[4:0]     rd_addr_o   ,        
    output reg          reg_wen_o            
);
    wire[6:0]   opcode;
    wire[4:0]   rd;
    wire[2:0]   funct3;
    wire[4:0]   rs1, rs2;
    wire[6:0]   funct7;
    wire[11:0]  imm;
    wire[4:0]   shamt;
    assign opcode   = inst_i[6:0];
    assign rd       = inst_i[11:7];
    assign funct3   = inst_i[14:12];
    assign rs1      = inst_i[19:15];
    assign rs2      = inst_i[24:20];
    assign funct7   = inst_i[31:25];
    assign imm      = inst_i[31:20];
    assign shamt    = inst_i[24:20];
    always @(*) begin
        inst_o = inst_i;
        inst_addr_o = inst_addr_i;
        rs1_addr_o  = 5'b0      ;
        rs2_addr_o  = 5'b0      ;
        op1_o       = 32'b0     ;
        op2_o       = 32'b0     ;
        rd_addr_o   = 5'b0      ;
        reg_wen_o   = 1'b0 ;
        case(opcode) 
            7'b0010011: begin
                case(funct3)
                    3'b000, 3'b010, 3'b011, 3'b100, 3'b110, 3'b111: begin 
                        rs1_addr_o  = rs1                   ;
                        rs2_addr_o  = 5'b0              ;
                        op1_o       = rs1_data_i            ;
                        op2_o       = {{20{imm[11]}},imm}   ;
                        rd_addr_o   = rd                    ;   
                        reg_wen_o   = 1'b1          ;
                    end
                    3'b001, 3'b101: begin
                        rs1_addr_o  = rs1            ;
                        rs2_addr_o  = 5'b0       ;
                        op1_o       = rs1_data_i     ;
                        op2_o       = {27'b0, shamt} ;
                        rd_addr_o   = rd             ;   
                        reg_wen_o   = 1'b1   ;
                    end
                    default: begin
                        rs1_addr_o  = 5'b0      ;
                        rs2_addr_o  = 5'b0      ;
                        op1_o       = 32'b0     ;
                        op2_o       = 32'b0     ;
                        rd_addr_o   = 5'b0      ;
                        reg_wen_o   = 1'b0 ;
                    end
                endcase
            end
            7'b0110011: begin
                case(funct3)
                    3'b000, 3'b010, 3'b011, 3'b100, 3'b110, 3'b111: begin
                        rs1_addr_o  = rs1;
                        rs2_addr_o  = rs2;
                        op1_o       = rs1_data_i;
                        op2_o       = rs2_data_i;
                        rd_addr_o   = rd;
                        reg_wen_o   = 1'b1;
                    end
                    3'b001, 3'b101: begin
                        rs1_addr_o  = rs1;
                        rs2_addr_o  = rs2;
                        op1_o       = rs1_data_i;
                        op2_o       = {27'b0, rs2_data_i[4:0]};
                        rd_addr_o   = rd;
                        reg_wen_o   = 1'b1;
                    end
                    default: begin
                        rs1_addr_o  = 5'b0      ;
                        rs2_addr_o  = 5'b0      ;
                        op1_o       = 32'b0     ;
                        op2_o       = 32'b0     ;
                        rd_addr_o   = 5'b0      ;
                        reg_wen_o   = 1'b0 ;
                    end
                endcase
            end
            7'b1100011: begin
                case(funct3)
                    3'b000, 3'b001, 3'b100, 3'b101, 3'b110, 3'b111: begin
                        rs1_addr_o  = rs1           ;
                        rs2_addr_o  = rs2           ;
                        op1_o       = rs1_data_i    ;
                        op2_o       = rs2_data_i    ;
                        rd_addr_o   = 5'b0      ;   
                        reg_wen_o   = 1'b0 ;
                    end
                    default: begin
                        rs1_addr_o  = 5'b0      ;
                        rs2_addr_o  = 5'b0      ;
                        op1_o       = 32'b0     ;
                        op2_o       = 32'b0     ;
                        rd_addr_o   = 5'b0      ;
                        reg_wen_o   = 1'b0 ;
                    end
                endcase
            end
            7'b1101111: begin
                rs1_addr_o  = 5'b0                                                           ;
                rs2_addr_o  = 5'b0                                                           ;
                op1_o       = inst_addr_i                                                        ;       
                op2_o       = {{12{inst_i[31]}}, inst_i[19:12], inst_i[20], inst_i[30:21], 1'b0} ;       
                rd_addr_o   = rd                                                                 ; 
                reg_wen_o   = 1'b1                                                       ;
            end  
            7'b1100111: begin
                rs1_addr_o  = rs1                 ;
                rs2_addr_o  = 5'b0            ;
                op1_o       = rs1_data_i          ;
                op2_o       = {{20{imm[11]}},imm} ;
                rd_addr_o   = rd                  ;
                reg_wen_o   = 1'b1        ;
            end   
            7'b0110111: begin
                rs1_addr_o  = 5'b0               ;
                rs2_addr_o  = 5'b0               ;
                op1_o       = {inst_i[31:12], 12'b0} ;
                op2_o       = 32'b0              ;
                rd_addr_o   = rd                     ;
                reg_wen_o   = 1'b1           ;                                                    
            end   
            7'b0010111: begin
                rs1_addr_o  = 5'b0               ;
                rs2_addr_o  = 5'b0               ;
                op1_o       = inst_addr_i            ;
                op2_o       = {inst_i[31:12], 12'b0} ;
                rd_addr_o   = rd                     ;
                reg_wen_o   = 1'b1           ;                                                    
            end   
            default: begin
                rs1_addr_o  = 5'b0      ;
                rs2_addr_o  = 5'b0      ;
                op1_o       = 32'b0     ;
                op2_o       = 32'b0     ;
                rd_addr_o   = 5'b0      ;
                reg_wen_o   = 1'b0 ;
            end
        endcase
    end
endmodule
```
**flow/run.sh**
```bash
#!/bin/bash
# OpenROAD 26Q1-2900-gdf79404cd8, Yosys 0.63+post, stock flow scripts
make -C /OpenROAD-flow-scripts/flow DESIGN_CONFIG=/design/flow/config.mk WORK_HOME=/design/flow/orfs finish
```
**flow/config.mk**
```make
export PLATFORM = sky130hd
export DESIGN_NAME = id
export DESIGN_NICKNAME = id
export VERILOG_FILES = /design/flow/design.v
export SDC_FILE = /design/flow/constraint.sdc
export NUM_CORES = 4
export LEC_CHECK = 1
export CORE_AREA = 10 10 112 112
export DIE_AREA = 0 0 122 122
export SYNTH_HDL_FRONTEND = slang
```
**flow/constraint.sdc**
```tcl
current_design id

set clk_period 4.1
set clk_io_pct 0.2

create_clock -name clk0 -period $clk_period

set non_clock_inputs [all_inputs -no_clocks]
set_input_delay [expr $clk_period * $clk_io_pct] -clock clk0 $non_clock_inputs
set_output_delay [expr $clk_period * $clk_io_pct] -clock clk0 [all_outputs]
```
==> results.tsv <==
stage	metric	value	unit
outcome	outcome	finished, final reports clean	
worst_setup_path	crit path DAT	3.07	ns
global_routing	GRT overflow	0	
placement	dpl hpwl	10580	microns
clock_tree	hold_buf cts	0	
sta	final hold vios	0	
sta	fin crit period	3.888	ns
global_routing	All-Layer GR Usage	14.52	%
worst_setup_path	Setup crit end	op2_o[25]	
placement	Placed Instances	557	
sta	setup tns final	0	ns
clock_tree	Post-CTS Setup Repair Bufs	0	
die	IO Pins	272	
layout	clkbuf count	0	
worst_setup_path	CP Class	in2out	
detailed_routing	via count	2452	
global_routing	initial antenna violation count	0	
placement	Place WS	0.1843	ns
logic_synthesis	Seq/Total Area, Yosys	0	%
logic_synthesis	Yosys chip area	1669	sq um
layout	synthesis-to-layout area growth	150.1	%
sta	Rel. slew slack	76.00	%
global_routing	largest net degree at the start of global routing	41	
logic_synthesis	synth warn	0	
detailed_routing	1st-iter DRT viols	97	
worst_setup_path	Crit. Startpoint	inst_i[4]	
layout	Flop Count	0	
power	Tot Pwr	0.2685	mW
worst_setup_path	Critical Path RT	3.28	ns
detailed_routing	Routed Wire Length	12100	microns
die	Core Box Area	10230	sq um
worst_setup_path	critical path peak fanout	12	
global_routing	wire length of the first global-routing pass	16730	microns
clock_tree	cts repair resizes	0	
logic_synthesis	syn avg cell area	7.836	sq um
power	Max VDD drop	0.03289	mV
layout	most frequent logic cells in the routed design	clkdlybuf4s50_1, and2_1, a221o_1, a22o_1, buf_4	
logic_synthesis	yosys stat cell total	213	
sta	crit path setup slack, layout	0.2119	ns
sta	Slew Limit Fails	0	
detailed_routing	wire per inst	21.73	microns
die	Row Count	37	
logic_synthesis	Mapped Cells	213	
detailed_routing	Detail Route Antenna Nets	0	
sta	fmax	257.2	MHz
detailed_routing	DR DRC count	0	
sta	RSZ-0062 raised after global routing	false	
global_routing	vias in the first global route	2596	
flow_run	max-cap violation count	0	
detailed_routing	via-per-instance ratio	4.402	
die	die area	14880	sq um
placement	area of placed instances	4174	sq um
die	chip width	122	microns
power	Leak	1.549	nW
layout	most numerous logic cell after layout	clkdlybuf4s50_1	
sta	worst hold slack	2.464	ns
layout	Post-Route Utilization	40.80	%
layout	layout cells sized above 1	10.21	%
placement	Port Buffers	272	
detailed_routing	ant diodes	0	
power	pwr dens	64.32	nW/um^2
detailed_routing	TritonRoute pass-1 iters	4	
placement	RePlAce Congestion	0.8554	
sta	period utilisation layout	94.83	%
worst_setup_path	Worst setup SP type	input port	
logic_synthesis	Unique masters post-synth	30	
layout	FILL cells	1017	
worst_setup_path	Setup crit end kind	output pin	
layout	design area	4174	sq um
layout	Final Non-Filler Cells	557	
sta	Worst Max-Slew Pin Slew	0.3600	ns
flow_run	count of tool warnings	32	
logic_synthesis	Post-Syn Area	1669	sq um
die	die span in y	122	microns
die	Initial Util	16.31	%
worst_hold_path	Tightest Hold Check Type	in2out	
sta	setup violators final	0	
layout	Reg area	0	sq um
[critical path, stage by stage]
cell and delay [ns]:
clkdlybuf4s50_1 0.55, or4b_4 0.53, o32ai_4 0.24, and2_4 0.29
a221o_2 0.14, clkdlybuf4s50_1 0.49
[layout make-up]
cell class	count	area [sq um]	share of cell area, %
multi-input cells	132	1104	26.44
repair buffers	289	2900	69.48
well taps	136	170.2	4.077
[cells in the mapped netlist (all sizes together)]
library cell / instances / area share (%)
nand3b: 4 / 1.8
a211o: 1 / 0.52
o21ai: 1 / 0.30
nand2: 5 / 1.1
clkbuf: 5 / 1.1
and3b: 1 / 0.52
or4b: 1 / 0.82
a32o: 1 / 0.60
and3: 6 / 2.2
buf: 76 / 33
nor3: 3 / 0.90
o22ai: 3 / 1.1
o32ai: 1 / 1.6
nor3b: 2 / 0.90
a22o: 22 / 12
and2: 32 / 12
or2: 1 / 0.38
nand2b: 2 / 0.75
o31a: 1 / 0.60
a221o: 40 / 25
nor2b: 1 / 0.38
a21oi: 2 / 0.82
nand4b: 2 / 1.0
[layer usage]
layer | wire length, microns | share of wire (%) | global-route usage (%) | vias up
li1 | - | - | - | 1193
met1 | 4834 | 40 | 18.05 | 1102
met2 | 6086 | 50 | 25.81 | 153
met3 | 1141 | 9.4 | 3.897 | 4
met4 | 40 | 0.33 | 0.2981 | 0
met5 | 0 | 0 | 0 | -
[power by group]
group / total, mW / internal (mW) / switching, mW
clock: 0 / 0 / 0
sequential: 0 / 0 / 0
combinational: 0.268 / 0.199 / 0.0695
[logic make-up (layout without fill, tap and decap cells)]
family / count (synthesis) / after routing / synth area share (%)
buffers and inverters: 81 / 289 / 34.48
AOI/OAI and AO/OA: 72 / 72 / 42.50
and+or+nand+nor: 60 / 60 / 23.01
[worst min-delay path by stage]
stage / end / cells past startpoint / slack, ns / from
4_1_cts: inst_addr_o[9] / 2 / 2.48 / inst_addr_i[9]
5_1_grt: inst_o[7] / 2 / 2.49 / inst_i[7]
6_report: inst_o[9] / 2 / 2.46 / inst_i[9]
Power and IR drop assume default switching activity.
