File: ./config.mk
export PLATFORM = sky130hd
export DESIGN_NAME = ex
export DESIGN_NICKNAME = ex
export VERILOG_FILES = /design/flow/design.v
export SDC_FILE = /design/flow/constraint.sdc
export NUM_CORES = 4
export LEC_CHECK = 1
export CORE_UTILIZATION = 40
export SYNTH_HDL_FRONTEND = slang
File: ./constraint.sdc
current_design ex

set clk_period 13.9
set clk_io_pct 0.2

create_clock -name clk0 -period $clk_period

set non_clock_inputs [all_inputs -no_clocks]
set_input_delay [expr $clk_period * $clk_io_pct] -clock clk0 $non_clock_inputs
set_output_delay [expr $clk_period * $clk_io_pct] -clock clk0 [all_outputs]
File: ./run.sh
#!/bin/bash
# OpenROAD 26Q1-2900-gdf79404cd8, Yosys 0.63+post, stock flow scripts
make -C /OpenROAD-flow-scripts/flow DESIGN_CONFIG=/design/flow/config.mk WORK_HOME=/design/flow/orfs finish
File: ./design.v
module ex(
    input  wire[31:0]   inst_addr_i ,
    input  wire[31:0]   inst_i      ,  
    input  wire[31:0]   op1_i       ,
    input  wire[31:0]   op2_i       ,
    input  wire[4:0]    rd_addr_i   ,
    input  wire         reg_wen_i   ,
    output reg[4:0]     rd_addr_o   ,
    output reg[31:0]    rd_data_o   ,
    output reg          rd_wen_o    ,
    output reg[31:0]    jump_addr_o ,
    output reg          jump_en_o   ,
    output reg          hold_flag_o    
);
    wire[6:0]   opcode;
    wire[4:0]   rd;
    wire[2:0]   funct3;
    wire[4:0]   rs1, rs2;
    wire[6:0]   funct7;
    wire[11:0]  imm;
    assign opcode   = inst_i[6:0];
    assign rd       = inst_i[11:7];
    assign funct3   = inst_i[14:12];
    assign rs1      = inst_i[19:15];
    assign rs2      = inst_i[24:20];
    assign funct7   = inst_i[31:25];
    assign imm      = inst_i[31:20];
    wire[31:0]  op1_i_slt_op2_i   = ($signed(op1_i) < $signed(op2_i)) ? 32'd1 : 32'd0;       
    wire[31:0]  op1_i_sltu_op2_i  = (op1_i < op2_i)                   ? 32'd1 : 32'd0;       
    wire[31:0]  op1_i_xor_op2_i   = (op1_i ^ op2_i);                                         
    wire[31:0]  op1_i_or_op2_i    = (op1_i | op2_i);                                         
    wire[31:0]  op1_i_and_op2_i   = (op1_i & op2_i);                                         
    wire[31:0]  op1_i_sll_op2_i   = (op1_i << op2_i[4:0]);                                   
    wire[31:0]  op1_i_srl_op2_i   = (op1_i >> op2_i[4:0]);                                   
    wire[31:0]  op1_i_sra_op2_i   = ($signed(op1_i) >>> op2_i[4:0]);                         
    wire[31:0]  op1_i_add_op2_i   = (op1_i + op2_i);                                         
    wire[31:0]  op1_i_sub_op2_i   = (op1_i - op2_i);                                         
    wire[31:0]  jump_imm          = {{19{inst_i[31]}}, inst_i[31], inst_i[7], inst_i[30:25], inst_i[11:8], 1'b0};  
    wire[31:0]  jump_pc_imm       = inst_addr_i + jump_imm ;                                 
    wire        op1_i_eq_op2_i    = (op1_i == op2_i);                                        
    wire        op1_i_ne_op2_i    = (op1_i != op2_i);                                        
    wire        op1_i_lt_op2_i    = ($signed(op1_i) <  $signed(op2_i));                      
    wire        op1_i_ge_op2_i    = ($signed(op1_i) >= $signed(op2_i));                      
    wire        op1_i_ltu_op2_i   = (op1_i < op2_i );                                        
    wire        op1_i_geu_op2_i   = (op1_i >= op2_i);                                        
    always @(*) begin
        rd_addr_o   = 5'b0      ;
        rd_data_o   = 32'b0     ;
        rd_wen_o    = 1'b0 ;
        jump_addr_o = 32'b0     ;
        jump_en_o   = 1'b0  ;
        hold_flag_o = 1'b0  ;
        case(opcode) 
            7'b0010011: begin
                case(funct3)
                    3'b000: begin      
                        rd_addr_o = rd_addr_i           ;
                        rd_data_o = op1_i_add_op2_i     ;
                        rd_wen_o  = 1'b1        ;
                    end
                    3'b010 : begin
                        rd_addr_o = rd_addr_i           ;
                        rd_data_o = op1_i_slt_op2_i     ;
                        rd_wen_o  = 1'b1        ;
                    end
                    3'b011: begin
                        rd_addr_o = rd_addr_i           ;
                        rd_data_o = op1_i_sltu_op2_i    ;
                        rd_wen_o  = 1'b1        ;
                    end
                    3'b100 : begin
                        rd_addr_o = rd_addr_i           ;
                        rd_data_o = op1_i_xor_op2_i     ;
                        rd_wen_o  = 1'b1        ;
                    end
                    3'b110  : begin
                        rd_addr_o = rd_addr_i           ;
                        rd_data_o = op1_i_or_op2_i      ;
                        rd_wen_o  = 1'b1        ;
                    end
                    3'b111 : begin
                        rd_addr_o = rd_addr_i           ;
                        rd_data_o = op1_i_and_op2_i     ;
                        rd_wen_o  = 1'b1        ;
                    end
                    3'b001 : begin
                        rd_addr_o = rd_addr_i           ;
                        rd_data_o = op1_i_sll_op2_i     ;
                        rd_wen_o  = 1'b1        ;
                    end
                    3'b101  : begin
                        if (funct7 == 7'b000_0000) begin             
                            rd_addr_o = rd_addr_i       ;
                            rd_data_o = op1_i_srl_op2_i ;
                            rd_wen_o  = 1'b1    ;
                        end else if (funct7 == 7'b010_0000) begin    
                            rd_addr_o = rd_addr_i       ;
                            rd_data_o = op1_i_sra_op2_i ;
                            rd_wen_o  = 1'b1    ;    
                        end else begin                               
                            rd_addr_o = 5'b0        ;
                            rd_data_o = 32'b0       ;
                            rd_wen_o  = 1'b0   ;
                        end
                    end
                    default: begin
                        rd_addr_o = 5'b0            ;
                        rd_data_o = 32'b0           ;
                        rd_wen_o  = 1'b0       ;
                    end
                endcase
            end
            7'b0110011: begin
                case(funct3)
                    3'b000: begin
                        if (funct7 == 7'b000_0000) begin             
                            rd_addr_o = rd_addr_i       ;
                            rd_data_o = op1_i_add_op2_i ;
                            rd_wen_o  = 1'b1    ;
                        end else if (funct7 == 7'b010_0000) begin    
                            rd_addr_o = rd_addr_i       ;
                            rd_data_o = op1_i_sub_op2_i ;
                            rd_wen_o  = 1'b1    ;
                        end else begin
                            rd_addr_o = 5'b0        ;
                            rd_data_o = 32'b0       ;
                            rd_wen_o  = 1'b0   ;
                        end  
                    end
                    3'b001: begin
                        rd_addr_o = rd_addr_i           ;
                        rd_data_o = op1_i_sll_op2_i     ;
                        rd_wen_o  = 1'b1        ;
                    end
                    3'b010: begin
                        rd_addr_o = rd_addr_i           ;
                        rd_data_o = op1_i_slt_op2_i     ;
                        rd_wen_o  = 1'b1        ;
                    end
                    3'b011: begin
                        rd_addr_o = rd_addr_i           ;
                        rd_data_o = op1_i_sltu_op2_i    ;
                        rd_wen_o  = 1'b1        ;
                    end
                    3'b100: begin
                        rd_addr_o = rd_addr_i           ;
                        rd_data_o = op1_i_xor_op2_i     ;
                        rd_wen_o  = 1'b1        ;
                    end
                    3'b101: begin
                        if (funct7 == 7'b000_0000) begin             
                            rd_addr_o = rd_addr_i       ;
                            rd_data_o = op1_i_srl_op2_i ;
                            rd_wen_o  = 1'b1    ;
                        end else if (funct7 == 7'b010_0000) begin    
                            rd_addr_o = rd_addr_i       ;
                            rd_data_o = op1_i_sra_op2_i ;
                            rd_wen_o  = 1'b1    ;    
                        end else begin                               
                            rd_addr_o = 5'b0        ;
                            rd_data_o = 32'b0       ;
                            rd_wen_o  = 1'b0   ;
                        end
                    end
                    3'b110: begin
                        rd_addr_o = rd_addr_i           ;
                        rd_data_o = op1_i_or_op2_i      ;
                        rd_wen_o  = 1'b1        ;
                    end
                    3'b111: begin
                        rd_addr_o = rd_addr_i           ;
                        rd_data_o = op1_i_and_op2_i     ;
                        rd_wen_o  = 1'b1        ;
                    end
                    default: begin
                        rd_addr_o   = 5'b0          ;
                        rd_data_o   = 32'b0         ;
                        rd_wen_o    = 1'b0     ;				
					end
                endcase
            end
            7'b1100011: begin
                case(funct3)
                    3'b000: begin
                        jump_addr_o = jump_pc_imm       ;
                        jump_en_o   = op1_i_eq_op2_i    ;
                        hold_flag_o = 1'b0      ;
                    end
                    3'b001: begin
                        jump_addr_o = jump_pc_imm       ;
                        jump_en_o   = op1_i_ne_op2_i    ;
                        hold_flag_o = 1'b0      ;
                    end
                    3'b100: begin
                        jump_addr_o = jump_pc_imm       ;
                        jump_en_o   = op1_i_lt_op2_i    ;
                        hold_flag_o = 1'b0      ;
                    end
                    3'b101: begin
                        jump_addr_o = jump_pc_imm       ;
                        jump_en_o   = op1_i_ge_op2_i    ;
                        hold_flag_o = 1'b0      ;
                    end
                    3'b110: begin
                        jump_addr_o = jump_pc_imm       ;
                        jump_en_o   = op1_i_ltu_op2_i   ;
                        hold_flag_o = 1'b0      ;
                    end
                    3'b111: begin
                        jump_addr_o = jump_pc_imm       ;
                        jump_en_o   = op1_i_geu_op2_i   ;
                        hold_flag_o = 1'b0      ;
                    end
                    default: begin
                        jump_addr_o = 32'b0         ;
                        jump_en_o   = 1'b0      ;
                        hold_flag_o = 1'b0      ;
                    end
                endcase
            end
            7'b1101111: begin
                rd_addr_o   = rd_addr_i           ;
                rd_data_o   = inst_addr_i + 32'h4 ;
                rd_wen_o    = 1'b1        ;
                jump_addr_o = op1_i_add_op2_i     ;
                jump_en_o   = 1'b1         ;
                hold_flag_o = 1'b0        ;
            end
            7'b1100111: begin
                rd_addr_o   = rd_addr_i                         ;
                rd_data_o   = inst_addr_i + 32'h4               ;
                rd_wen_o    = 1'b1                      ;
                jump_addr_o = (op1_i_add_op2_i) & 32'hFFFF_FFFE ;        
                jump_en_o   = 1'b1                       ;
                hold_flag_o = 1'b0                      ;
            end
            7'b0110111: begin
                rd_addr_o   = rd_addr_i    ;
                rd_data_o   = op1_i        ;
                rd_wen_o    = 1'b1 ;
                jump_addr_o = 32'b0     ;
                jump_en_o   = 1'b0  ;
                hold_flag_o = 1'b0  ;
            end
            7'b0010111: begin
                rd_addr_o   = rd_addr_i       ;
                rd_data_o   = op1_i_add_op2_i ;
                rd_wen_o    = 1'b1    ;
                jump_addr_o = 32'b0     ;
                jump_en_o   = 1'b0  ;
                hold_flag_o = 1'b0  ;
            end
            default: begin
                rd_addr_o   = 5'b0      ;
                rd_data_o   = 32'b0     ;
                rd_wen_o    = 1'b0 ;
                jump_addr_o = 32'b0     ;
                jump_en_o   = 1'b0  ;
                hold_flag_o = 1'b0  ;
            end
        endcase
    end
endmodule
==> metrics.cfg <==
[route]
via_per_inst = 6.71
drcViolationCount = 0
wl_per_cell_um = 27.2
dr_total_vias = 16300
wl_mm = 65.9
antenna_left = 0
antenna_cells = 0
firstDrtPassIters = 24
drt-initial-drc-count = 1779

[worst_setup_path]
cp-start-kind = input pin
slowest_stage = ha_1
end_kind = primary output
critical_path.cell_chain = clkdlybuf4s50_1, buf_4, inv_1, ha_1, inv_1, o311a_1, o211a_1, o31ai_1, a21oi_1, o21ai_1, mux2i_1, mux2i_1, o41ai_1, buf_4, clkdlybuf4s50_1
cp.required_ps = 11120
arrival_ps = 7800
path_class = in2out
cpLargestDelayFamily = buffers and inverters
critPathMaxStageDelay_ps = 600
path_max_fanout = 33
worstSetupPathDepth = 15
path_buffers = 6

[placement]
numPortBuffers = 194
dp.final_hpwl_mm = 52.0
gp_congestion = 1.05
dp_cells = 2423

[layout]
final_cells = 2423
clock_buffer_count = 0
layout-drive-gt1-share = 0.0686
seqCellArea_um2 = 0
final_cell_mix = nor2_1, a21oi_1, clkdlybuf4s50_1
ff_count = 0
syn_to_final_growth_pct = 18.0
fillers = 3189
final_common_cell = nor2_1

[worst_hold_path]
hold_class = in2out
hold_path_depth = 3

[grt]
grt-ovfl-total = 0
grt_util_all_layers = 0.411
grt_pass1_wl_mm = 95.4
grt_pass1_vias = 14800
grt_max_degree = 64
grt_antenna_before_repair = 0

[yosys]
synth_area_um2 = 12500
synth_area_per_cell_um2 = 6.54
yosysChipArea_um2 = 12500
synth-warning-count = 0
synth_cell_types = 87
yosysCellCount = 1919
yosys.area.top_type_share = 0.128
yosys.area.top_type = ha_1
ys_seq_share = 0
area_leaders = ha_1, a21oi_1, nor2_1
synthCells = 1919

[power]
pwr-share-clk = 0
internal_power_uw = 216
switching_share = 0.628
power_density_nw_per_um2 = 39.2
peakVddDrop_mv = 0.0219
leakagePower_nw = 5.95
p_seq_frac = 0
power_switching_uw = 365
pwr-share-comb = 1.000

[final_timing]
rsz0062_at_grt = no
finalSetupViolCount = 0
drv_slew = 0
period_used_share = 0.761
hold_violations = 0
tns_ps = 0
max_freq_mhz = 94.5
relSlewSlack = 0.112
worstMarginPinSlew_ps = 1300
period_needed_ps = 10580

[die]
rows = 64
dieArea_um2 = 32100
die.size.y_um = 179
die_x_um = 179
ioPinCount = 206
fp_util = 0.408
coreArea_um2 = 30700

[job]
tool_warnings = 108
cap_violations = 0

[clocking]
post_cts_buffers = 0
cts_resized = 0
postCtsHoldBufs = 0

[run_status]
outcome = finished clean

==> final timing paths <==
path | startpoint | end | slack, ps
setup / recovery | op2_i[4] | jump_en_o | 3320
hold / removal | rd_addr_i[0] | rd_addr_o[0] | 6470
==> power by group through the flow <==
stage | combinational (mW) | sequential, mW | clock (mW)
after CTS | 0.561 | 0 | 0
after global routing | 0.619 | 0 | 0
final | 0.581 | 0 | 0
==> cell usage after synthesis, types with 19 or more instances <==
| master | count |
|---|---|
| a211oi_1 | 34 |
| a21o_1 | 29 |
| a21oi_1 | 197 |
| a221oi_1 | 20 |
| a31oi_1 | 27 |
| and2_1 | 23 |
| clkbuf_1 | 104 |
| ha_1 | 128 |
| inv_1 | 106 |
| mux2_2 | 32 |
| mux2i_1 | 72 |
| mux4_2 | 24 |
| nand2_1 | 171 |
| nand2b_1 | 19 |
| nand3_1 | 48 |
| nand4_1 | 23 |
| nor2_1 | 199 |
| nor3_1 | 52 |
| o211ai_1 | 23 |
| o21ai_0 | 132 |
| o21bai_1 | 21 |
| o221ai_1 | 37 |
| o22ai_1 | 31 |
| xnor2_1 | 63 |
| xor2_1 | 28 |
==> routing by layer <==
metal | vias up | share of wire | GRT usage
met3 | 168 | 0.10 | 0.0824
met4 | 0 | 0.045 | 0.151
met2 | 991 | 0.42 | 0.602
met5 | - | 0 | 0
li1 | 7419 | - | -
met1 | 7689 | 0.43 | 0.594
==> layout make-up <==
cell class	count	area, um2	share of cell area
inverters	113	424	0.0286
repair buffers	243	2290	0.154
multi-input cells	1671	11600	0.783
well taps	396	495	0.0335
==> logic make-up (layout without fill, tap and decap cells) <==
kind of cell / Yosys count / after routing / synth area share
simple gates: 612 / 612 / 0.227
buf+inv: 248 / 356 / 0.0769
fa+ha+maj: 131 / 131 / 0.132
xor+xnor: 91 / 91 / 0.0635
mux: 128 / 128 / 0.129
compound gates: 708 / 708 / 0.371
other cells: 1 / 1 / 0.000299
==> tightest hold or removal path: cells and delay by family <==
family / cells / cell delay [ps]
buffers and inverters: 2 / 780
and+or+nand+nor: 1 / 130
==> metrics by stage <==
stage | setup slack [ps] | util | power (mW) | instance area [um2] | hold slack (ps)
2_1_floorplan | 5060 | - | 0.354 | 12500 | 5620
3_3_place_gp | 3410 | 0.481 | 0.558 | 14800 | 6470
3_5_place_dp | 3460 | 0.481 | 0.558 | 14800 | 6470
4_1_cts | 3440 | 0.481 | 0.561 | 14800 | 6470
5_1_grt | 3060 | 0.481 | 0.619 | 14800 | 6500
6_report | 3320 | 0.481 | 0.581 | 14800 | 6470
No activity file was given, so power comes from the tool's default toggle rates.
